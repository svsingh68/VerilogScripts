==> flow/design.v <==
`timescale 1ns / 1ps
module maxim(A,B,C,D,Q);
input [3:0] A,B,C,D;
output [3:0]Q;
wire [3:0]w1,w2;
mux2to1 M1(A,B,A<B,w1);
mux2to1 M2(C,D,C<D,w2);
mux2to1 M3(w1,w2,w1<w2,Q);
endmodule
`timescale 1ns / 1ps
module mux2to1(A,B,s,Q);
input s;
input [3:0]A,B;
output [3:0]Q;
assign Q = s ? B : A;  
endmodule
==> flow/run.sh <==
#!/bin/bash
# OpenROAD 26Q1-2900-gdf79404cd8, Yosys 0.63+post, stock flow scripts
make -C /OpenROAD-flow-scripts/flow DESIGN_CONFIG=/design/flow/config.mk WORK_HOME=/design/flow/orfs finish
==> flow/config.mk <==
export PLATFORM = sky130hd
export DESIGN_NAME = maxim
export DESIGN_NICKNAME = maxim
export VERILOG_FILES = /design/flow/design.v
export SDC_FILE = /design/flow/constraint.sdc
export NUM_CORES = 4
export LEC_CHECK = 1
export CORE_AREA = 10 10 70 70
export DIE_AREA = 0 0 80 80
==> flow/constraint.sdc <==
current_design maxim

set clk_period 3.6
set clk_io_pct 0.2

create_clock -name clk0 -period $clk_period

set non_clock_inputs [all_inputs -no_clocks]
set_input_delay [expr $clk_period * $clk_io_pct] -clock clk0 $non_clock_inputs
set_output_delay [expr $clk_period * $clk_io_pct] -clock clk0 [all_outputs]
==> summary.txt <==
crit start category -> input port
clock share of power -> 0%
P_int -> 0.117 mW
Syn Inst Count -> 61
worst min path class -> input port to primary output
io pins -> 20
netlist area before placement -> 450 µm²
routability cong. -> 0.736
largest net degree at the start of global routing -> 4
final setup fails -> 3
Post-synth seq share -> 0%
final worst setup slack -> -0.208 ns
Synth-to-Final Area Change -> 138%
Total GRT Usage -> 4.78%
Area leader share -> 30.6%
Min-Delay Endpoint -> Q[1]
antenna violations before repair -> 0
DR vias -> 576
DP HPWL -> 1240 µm
VDD IR max -> 72.9 µV
Simple-Gate Fraction of Synth Area -> 15.3%
Slew @ Worst Pin -> 0.391 ns
Largest logic family -> adder cells
Row Count -> 21
share of layout cells above drive strength 1 -> 69.9%
Psw -> 0.0739 mW
vias in the first global route -> 591
Worst Setup End Kind -> primary output
setup TNS -> -0.407 ns
post-synth top area cell -> ha_1
Post-route DRC -> 0
DR iter-0 viols -> 3
arrival time worst endpoint -> 3.09 ns
area fraction in mux cells -> 13.3%
number of max-cap violations -> 0
Power Dens Cells -> 178 nW/µm²
Switching Fraction -> 38.8%
Yosys warnings -> 0
PortBufs -> 20
Distinct lib cells used -> 17
Vias/cell -> 3.62
failing checks -> negative setup slack
core box area -> 3420 µm²
Routed wire per std cell -> 10.0 µm
first-pass GRT wire length -> 2640 µm
Final Max Slew Viols -> 0
final WL -> 1590 µm
Ant. Diodes -> 0
Crit Path Max Fanout -> 2
WHS Path Cells -> 5
die width -> 80 µm
clkbuf count -> 0
Flop Count -> 0
Worst EP required -> 2.88 ns
adder share -> 30.6%
Worst Hold Margin -> 1.97 ns
status -> finished with violations
ys cells -> 61
Pre-antenna DRT Iters -> 2
LEAKAGE -> 0.532 nW
endpoints failing hold -> 0
die area -> 6400 µm²
area reported by Yosys stat -> 450 µm²
fp util -> 13.2%
Gate power share -> 100.0%
Post-synth area hogs -> ha_1, mux2i_1, inv_1
post-route ant nets -> 0
Avg Inst Size Synth -> 7.38 µm²
hold_sp -> B[1]
global route overflow -> 0
AND-OR/OR-AND Cells, Area Fraction -> 30.0%
crit path time final -> 3.81 ns
Setup CP Type -> input port to primary output
fmax -> 0.263 GHz
Slew HR -> 73.6%
Sequential Power Share -> 0%
Reg area -> 0 µm²
RSZ-0062 raised after global routing -> yes
period utilisation layout -> 106%
XOR Share, Synth -> 0%
tool warnings -> 36
die height -> 80 µm
[routing by layer]
layer / GRT usage [%] / vias to the layer above / share of wire [%]
li1: - / 319 / -
met1: 7.32 / 246 / 56
met2: 7.38 / 11 / 41
met3: 0.455 / 0 / 3.1
met4: 0 / 0 / 0
met5: 0 / - / 0
[stage by stage]
step / util (%) / cells / cell area, µm² / setup WS [ns] / total power, mW
floorplan: - / 61 / 450 / 0.119 / 0.0631
global placement: 25.6 / 149 / 873 / -1.02 / 0.140
detailed placement: 25.6 / 149 / 873 / -1.08 / 0.143
CTS: 30.1 / 157 / 1030 / -0.189 / 0.175
global route: 31.3 / 159 / 1070 / -0.314 / 0.209
finish: 31.3 / 159 / 1070 / -0.208 / 0.190
[cell type report]
type	instances	area, µm²
fillers	358	2350
multi-input cells	48	562
repair buffers	52	399
well taps	46	57.6
inverters	13	51.3
[cells by family (layout without fill, tap and decap cells)]
kind of cell             Yosys count  in the layout
AND/OR/NAND/NOR                   13             13
AND-OR/OR-AND                     18             18
buffers and inverters             13             65
multiplexers                       6              6
adder cells (fa/ha/maj)           11             11
[worst max-delay path by stage]
| stage | startpoint | endpoint | cells after the start | slack, ns |
|---|---|---|---|---|
| CTS | B[1] | Q[2] | 15 | -0.19 |
| global route | B[1] | Q[2] | 15 | -0.31 |
| finish | B[1] | Q[2] | 15 | -0.21 |
[cells in the mapped netlist (all sizes together)]
master / instances
ha: 11
o21a: 1
a21oi: 6
nand2b: 4
inv: 13
nor2: 4
a2bb2oi: 1
a21o: 2
o21bai: 1
a221oi: 1
a211o: 1
mux2i: 6
nand3: 2
o311ai: 1
nor2b: 3
o21ai: 4
[cells in the final DEF (no fill, tap or decap), types with 2 or more instances in the layout]
master / count
nor2_1: 3
nor2b_1: 2
dlygate4sd2_1: 5
clkbuf_2: 5
buf_6: 4
inv_1: 4
ha_1: 3
ha_2: 2
a21oi_2: 4
mux2i_1: 3
buf_2: 4
a21o_1: 2
inv_2: 8
buf_4: 31
nand3_2: 2
ha_4: 6
mux2i_2: 3
a21oi_1: 2
nand2b_4: 2
nand2b_1: 2
[power groups by stage]
stage | Combinational, mW | Sequential [mW] | Clock, mW
after global routing | 0.209 | 0 | 0
final | 0.190 | 0 | 0
after CTS | 0.175 | 0 | 0
[worst max-delay path: stages]
cell and delay, ns:
buf_6 0.10, inv_4 0.05, ha_4 0.18, a211o_1 0.26, a21oi_2 0.20, mux2i_1 0.27, inv_1 0.07, ha_1 0.30
o21ai_2 0.14, nand2b_1 0.08, a21oi_2 0.16, o21bai_4 0.15, buf_6 0.11, mux2i_1 0.16, buf_2 0.12
[timing repair]
item / CTS / global route
gates cloned: 0 / 0
setup buffers: 8 / 3
endpoints found under the setup margin: 4 / 3
gates resized: 73 / 20
hold buffers: 0 / 0
pin swaps: 15 / 10
Power figures rest on the tool's default switching activity, not on a simulated workload.
