$ cat design/flow/run.sh
#!/bin/bash
# OpenROAD 26Q1-2900-gdf79404cd8, Yosys 0.63+post, stock flow scripts
make -C /OpenROAD-flow-scripts/flow DESIGN_CONFIG=/design/flow/config.mk WORK_HOME=/design/flow/orfs finish
$ cat design/flow/config.mk
export PLATFORM = sky130hd
export DESIGN_NAME = maxim_behv
export DESIGN_NICKNAME = maxim_behv
export VERILOG_FILES = /design/flow/design.v
export SDC_FILE = /design/flow/constraint.sdc
export NUM_CORES = 4
export LEC_CHECK = 1
export CORE_AREA = 10 10 70 70
export DIE_AREA = 0 0 80 80
$ cat design/flow/design.v
`timescale 1ns / 1ps
module maxim_behv(A,B,C,D,Q);
input [3:0]A,B,C,D;
output reg [3:0]Q;
reg [3:0]temp1,temp2;
always @(*)
	begin
		if (A>B)  
		     temp1 = A;
		else temp1 = B;
		if (C>D)   
		     temp2 = C;
		else temp2 = D;
		if (temp1>temp2)   
		     Q = temp1;
		else Q = temp2;
	end
endmodule
$ cat design/flow/constraint.sdc
current_design maxim_behv

set clk_period 3.3
set clk_io_pct 0.2

create_clock -name clk0 -period $clk_period

set non_clock_inputs [all_inputs -no_clocks]
set_input_delay [expr $clk_period * $clk_io_pct] -clock clk0 $non_clock_inputs
set_output_delay [expr $clk_period * $clk_io_pct] -clock clk0 [all_outputs]
==> notes.md <==
The flow run is done. The min-delay analysis places its worst path in the category input pin to primary output. Per STA, the startpoint of the critical path is A[1]. Synthesis-to-layout area growth landed at 133%. Combined global-route utilization of all metal layers landed at 0.0437.

Combinational cell area excluding buffers and inverters landed at approximately 550 um^2. Setup violation total in the final timing report landed at 4. Total chip power landed at roughly 0.25 mW. In the finished design the tool counted flip-flops and latches totalling 0.

The checks that failed: negative setup slack. Recorded from the global router log, the overflow total was 0. The placement summary gives the final routability congestion estimate as around 0.69. The synthesized design spends more area on one cell type than any other, namely sky130_fd_sc_hd__ha_1. Sequential cell area in the final layout landed at 0 um^2. Area share of the leading cell type in the synthesized netlist landed at 0.328. The number of global-route vias before repair was between 500 and 600. Ranked by total cell area, the synthesized netlist is headed by sky130_fd_sc_hd__ha_1 (33%), sky130_fd_sc_hd__mux2i_1 (26%), sky130_fd_sc_hd__inv_1 (9.8%), sky130_fd_sc_hd__o221ai_4 (5.7%), sky130_fd_sc_hd__a211oi_4 (4.4%).

The number of warnings reported in the stage logs is 34. The first global-routing pass estimated 2420 um of wire. Internal power landed at ~0.16 mW. Switching part of the total landed at 0.366. Setup repair after global routing could not meet its margin everywhere.

Per the final timing report, the hold violations number 0. Biggest fanout along the worst timing path landed at 4. Counting only logic cells after layout, the most numerous master is sky130_fd_sc_hd__buf_4. Hold analysis shows the worst path with a depth of 4. STA classifies the critical path startpoint as an input pin. The flow ran to the end, but the final reports show violations. For this configuration, the core starts out at a cell density of 0.134. In the setup report, the worst path falls into the class input pin to primary output.

The worst hold path begins at D[2]. Number of buffer cells added on primary ports landed at 20. The finished layout holds 145 standard cells, fillers aside. Design area landed at approximately 1100 um^2. Worst supply voltage drop on vdd landed at around 0.06 mV. Synthesis area per yosys landed at around 460 um^2. From bottom edge to top edge, the die measures 80 um.

Combined area of all synthesized cells landed at 458 um^2. The synthesized netlist contains 15 unique library cells. Cell count listed in synth_stat.txt landed at around 50. Final-layout clock buffer total landed at 0. In the synthesized netlist, the number of instances is around 51. Dividing the detail-routed wire length by the instance count gives between 10 and 15 um. The number of hold buffers added after CTS was 0. The OpenROAD report gives the critical path a required time of about 2.6 ns. Pin slew with the least headroom to its limit landed at about 0.29 ns. Number of rows created at floorplan landed at 21. The layout summary lists the proportion of cells stronger than drive strength 1 as 0.717. 0 antenna diodes ended up in the layout. Cell area power density landed at around 240 nW/um^2. In this run the mean area of a mapped cell was between 8 and 9 um^2.

The routed layout has between 500 and 600 vias. Total wire length landed at about 1500 um. Tally of nets with antenna violations remaining after routing landed at 0. Time the final worst path needs with I/O delays and setup landed at approximately 3.8 ns.

Of the total power, registers draw 0. Per the OpenROAD power report, leakage power amounts to 0.492 nW. Max capacitance violation total landed at 0. The DRC violation total left in the routed layout is recorded as 0. Note, the detailed placer reported a final HPWL of between 1000 and 1500 um. Instance area after placement landed at between 800 and 900 um^2.

Die span in x landed at 80 um. Clock share of power landed at 0. Entering global routing, the biggest net connects 5 pins. In the final report, the number of pins over their slew limit comes to 0. The overall die size recorded for this design is about 6400 um^2. Per the cell usage report, the commonest logic cells after layout are sky130_fd_sc_hd__buf_4 (22), sky130_fd_sc_hd__buf_6 (8), sky130_fd_sc_hd__inv_1 (7), sky130_fd_sc_hd__ha_4 (7), sky130_fd_sc_hd__buf_2 (7). Measured against its own limit, the worst slew margin works out to 0.805. Of the total power, combinational logic draws 1.000. Worst path arrival time landed at between 3 and 4 ns. The worst setup path is captured at a primary output. The most critical setup path has its endpoint at Q[3].

After layout, the worst setup slack is -0.517 ns. Final critical-path share of the clock period landed at 1.16. For this run, the number of Yosys warnings is 1. Number of design-rule violations left by the first detailed-router iteration landed at 0. The flow reports an fmax of about 260 MHz. Detailed-router iteration count before antenna repair landed at 1. 20 I/O pins were placed.

Number of antenna violations at the first check in global routing landed at 0. The routed design shows a via density per instance of 3.85. Net switching component of the power landed at 0.0920 mW. The detailed placer reported the number of placed instances as ~130. The region available for standard cell placement spans between 3000 and 4000 um^2. Per Yosys stat, the portion of area used by sequential elements is 0.

In the final layout, the fill cell count is 353. Utilization of the core after routing landed at 0.312.
worst max-delay path, stage by stage:
cell	delay, ns
sky130_fd_sc_hd__buf_8	0.10
sky130_fd_sc_hd__ha_4	0.14
sky130_fd_sc_hd__or3_4	0.38
sky130_fd_sc_hd__o221ai_4	0.23
sky130_fd_sc_hd__mux2i_2	0.29
sky130_fd_sc_hd__inv_1	0.07
sky130_fd_sc_hd__ha_1	0.30
sky130_fd_sc_hd__nor2b_1	0.13
sky130_fd_sc_hd__o211ai_1	0.25
sky130_fd_sc_hd__a21oi_4	0.10
sky130_fd_sc_hd__buf_6	0.13
sky130_fd_sc_hd__buf_6	0.10
sky130_fd_sc_hd__mux2i_1	0.14
sky130_fd_sc_hd__buf_2	0.12
power by group through the flow:
stage | registers (mW) | clock network [mW] | logic [mW]
6_report | 0 | 0 | 0.251
5_1_grt | 0 | 0 | 0.279
4_1_cts | 0 | 0 | 0.226
routing by layer:
layer / share of wire / GRT usage
met1: 0.45 / 0.0561
met2: 0.46 / 0.0722
met3: 0.095 / 0.0159
met4: 0 / 0
met5: 0 / 0
per-stage QoR:
| stage | setup slack [ns] | TNS, ns | hold slack (ns) |
|---|---|---|---|
| global placement | -1.21 | -4.75 | 2.48 |
| floorplan | 0.0200 | 0 | 1.45 |
| CTS | -0.560 | -2.20 | 1.90 |
| detailed placement | -1.24 | -4.87 | 2.48 |
| finish | -0.517 | -1.81 | 1.74 |
| global route | -0.645 | -2.38 | 1.83 |
Yosys cell counts (all sizes together):
library cell,n
nand4,1
o211ai,1
nor2,1
inv,12
and4,2
a21oi,2
nand3b,1
ha,12
o21a,1
o221ai,1
or3,1
mux2i,12
a211oi,2
nor2b,2
final cells by class:
cell class,count,share of cell area
multi-input cells,39,0.519
repair buffers,48,0.377
well taps,46,0.0541
inverters,12,0.0494
worst min path at each step:
stage	end	slack (ns)
4_1_cts	Q[3]	1.90
5_1_grt	Q[3]	1.83
6_report	Q[2]	1.74
cells by family (layout without fill, tap and decap cells):
group / after synthesis / after routing / share of synthesized area
AND-OR/OR-AND: 7 / 7 / 0.183
buffers and inverters: 12 / 60 / 0.0984
multiplexers: 12 / 12 / 0.262
AND/OR/NAND/NOR: 8 / 8 / 0.128
adder cells (fa/ha/maj): 12 / 12 / 0.328
what timing repair did:
action | in CTS | in global routing
gates resized | 73 | 34
setup endpoints to repair | 4 | 4
buffers inserted | 10 | 2
pin swaps | 13 | 10
Power figures rest on the tool's default switching activity, not on a simulated workload.
