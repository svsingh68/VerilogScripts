`/design/flow/config.mk`:
```
export PLATFORM = sky130hd
export DESIGN_NAME = updown_counter
export DESIGN_NICKNAME = updown_counter
export VERILOG_FILES = /design/flow/design.v
export SDC_FILE = /design/flow/constraint.sdc
export NUM_CORES = 4
export LEC_CHECK = 1
export CORE_AREA = 10 10 87 87
export DIE_AREA = 0 0 97 97
```
`/design/flow/constraint.sdc`:
```
current_design updown_counter

set clk_period 3.5
set clk_io_pct 0.2

create_clock -name clk0 -period $clk_period [get_ports {clk}]

set non_clock_inputs [all_inputs -no_clocks]
set_input_delay [expr $clk_period * $clk_io_pct] -clock clk0 $non_clock_inputs
set_output_delay [expr $clk_period * $clk_io_pct] -clock clk0 [all_outputs]
```
`/design/flow/design.v`:
```
`timescale 1ns / 1ps
module updown_counter(clk, dir_up, clear, Q, sclk);
input clk, dir_up, clear;
output reg [2:0] Q;
output sclk;
reg [24:0] counter = 0;  
assign sclk = counter[24];
always @(posedge clk)
	counter <= counter + 1;
always @(posedge sclk or posedge clear)
	begin
		if (clear)
		begin
			Q <= 3'b000; 
		end
		else
		begin  
			if(dir_up)
			begin
			 Q <= Q + 1;
			end
			else 
			begin
			 Q <= Q - 1;
			end
		end  
	end
endmodule
```
`/design/flow/run.sh`:
```
#!/bin/bash
# OpenROAD 26Q1-2900-gdf79404cd8, Yosys 0.63+post, stock flow scripts
make -C /OpenROAD-flow-scripts/flow DESIGN_CONFIG=/design/flow/config.mk WORK_HOME=/design/flow/orfs finish
```
==> flow_summary.toml <==
# yosys + openroad results
[sta]
slew_headroom_pct = 72.2
fmax_mhz = 539
rsz0062_at_grt = "false"
slew_violations = 0
finalClockSkew_ns = 0.00404
finalSetupTns_ns = 0
whs_ns = 0.413
finalCriticalPeriod_ns = 1.86
untimed_endpoints = 6
worst_pin_slew_ns = 0.415
final-setup-viol-count = 0
unclocked_pins = 3
finalClockPeriodUsage_pct = 53.0
hold_viol = 0

[layout]
final_util_pct = 23.0
drive_gt1_share_pct = 10.3
final_area_sq_mm = 0.00130
area_growth_pct = 17.2

[min_path]
hp-class = "register to register"
min-delay-start = "counter[0]"
hold_end = "counter[0]"
holdPathStages = 1

[critical_path]
crit_arrival_ns = 1.16
crit_chain = "clkdlybuf4s50_1"
r2r-end = "counter[22]"
reg2regPathDepth = 5
path_max_fanout = 5
crit_required_ns = 2.80
critPathLaunchType = "register"
crit_slowest_cell = "clkdlybuf4s50_1"
rr_startpoint = "counter[0]"
path_delay_family = "buffers and inverters"
path_buffers = 1
endpoint_kind = "output pin"
critPathKind = "register to output pin"
slowest_delay_ns = 0.49
cp.depth = 1
reg2reg_slack_ns = 1.94

[yosys]
synthesis.area_sq_mm = 0.00111
syn_avg_cell_area_sq_um = 11.3
yosys.area.top_type = "dfxtp_1"
async_reset_ff_share_pct = 10.7
top_cells_by_area = "dfxtp_1 45%, xnor2_1 14%, dfrtp_1 6.8%, xor2_1 4.7%, and4_1 4.0%"
synthTopCellsByCount = "25 x dfxtp_1, 18 x xnor2_1, 8 x nand3_1"
netlist.area_leader.share_pct = 45.1
ys_types = 22
yosys-stat-area_sq_mm = 0.00111
ys.flop_type = "dfxtp_1"
edf_count = 0
ys_warn_count = 1
ys_cells = 98
ys_ff = 28
synthCells = 98
synth.most_common_cell = "dfxtp_1"
postSynthSeqShare_pct = 51.9

[placement]
place_area_sq_mm = 0.00125
io_buffers = 6
globalplace.congestion = 0.767
dp_hpwl_um = 1130

[cts]
postCtsResizedCells = 0
clock_latency_ns = 0.26
cts-htree-levels = 1
post_cts_buffers = 0
clk_pin_slew_ns = 0.08
hold_buffers = 0
tritoncts = "done"
cts_buffer_depth = 2
numCtsBuffers = 3
cts-root-buf = "clkbuf_8"

[global_routing]
grt_max_degree = 14
antenna_found_initial = 0
grt_pass1_vias = 639
grt_pass1_wl_um = 2840
globalRouteTotalUtil_pct = 3.31
overflow = 0

[route]
antenna_cells = 0
routed_wl_um = 1540
drt_iter0_drc = 19
vias = 682
dr.pass1.iters = 4
wire_per_inst_um = 8.60
drc = 0
vias_per_cell = 3.81
ant_nets = 0

[floorplanning]
chip_area_sq_mm = 0.00941
core-area_sq_mm = 0.00564
die_w_um = 97
fp_util_pct = 19.6
die_height_um = 97
row_count = 27
io-pin-count = 7

[run]
maxCapViolCount = 0
warning_count = 25

[power_and_ir_drop]
peakVddDrop_v = 0.000142
cellPowerDensity_mw_per_mm2 = 350
p_leak_nw = 0.454
power_uw = 454

[run_status]
status = "complete, no violations"
-- worst max path at each step --
stage                from    to  slack [ns]
CTS           counter[24]  sclk        1.62
global route  counter[24]  sclk        1.58
finish        counter[24]  sclk        1.64
-- metrics by stage --
step / setup slack [ns] / std cells
final: 1.64 / 179
after global routing: 1.58 / 179
after CTS: 1.62 / 179
after detailed placement: 1.92 / 175
after global placement: 1.94 / 175
after floorplan: 2.05 / 98
-- state kept, by name (all words and copies together) (netlist names) --
name and count:
Q 3, counter 25
-- report_power, final --
group	switching [mW]	total [mW]	internal [mW]
Combinational	0.00200	0.00518	0.00318
Sequential	0	0.284	0.284
Clock	0.0834	0.165	0.0812
-- metal layers --
metal | global-route usage, % | share of wire (%) | vias up
met5 | 0 | 0 | -
li1 | - | - | 353
met3 | 1.29 | 6.0 | 2
met2 | 4.91 | 40 | 11
met4 | 0.564 | 1.8 | 0
met1 | 4.53 | 52 | 316
-- layout by cell type (no fill, tap or decap), types with 4 or more instances in the layout --
cell type,n
inv_1,5
and4_1,5
dfxtp_1,25
nand2_1,7
nand4_1,4
xnor2_1,18
clkdlybuf4s50_1,6
nand3_1,8
xor2_1,6
-- logic make-up after synthesis --
family | after synthesis | share of synthesized area [%]
DFF | 28 | 51.9
adders and majority gates | 2 | 2.93
xor gates and xnor gates | 25 | 20.4
and+or+nand+nor | 37 | 22.6
buffers and inverters | 6 | 2.14
-- final cells by class --
class / count / area [sq um]
clock buffers: 4 / 45.0
repair buffers: 6 / 60.1
fillers: 590 / 4340
multi-input cells: 64 / 509
inverters: 5 / 18.8
flip-flops and latches: 28 / 576
well taps: 72 / 90.1
